## run.sh

```bash
#!/bin/bash
# OpenROAD 26Q1-2900-gdf79404cd8, Yosys 0.63+post, stock flow scripts
make -C /OpenROAD-flow-scripts/flow DESIGN_CONFIG=/design/flow/config.mk WORK_HOME=/design/flow/orfs finish
```

## config.mk

```make
export PLATFORM = sky130hd
export DESIGN_NAME = coundown
export DESIGN_NICKNAME = coundown
export VERILOG_FILES = /design/flow/design.v
export SDC_FILE = /design/flow/constraint.sdc
export NUM_CORES = 4
export LEC_CHECK = 1
export CORE_AREA = 10 10 70 70
export DIE_AREA = 0 0 80 80
```

## constraint.sdc

```tcl
current_design coundown

set clk_period 2.1
set clk_io_pct 0.2

create_clock -name clk0 -period $clk_period [get_ports {clk}]

set non_clock_inputs [all_inputs -no_clocks]
set_input_delay [expr $clk_period * $clk_io_pct] -clock clk0 $non_clock_inputs
set_output_delay [expr $clk_period * $clk_io_pct] -clock clk0 [all_outputs]
```

## design.v

```verilog
module coundown #(
    parameter int N = 7   
)(
    input logic clk,               
    input logic reset,             
    input logic button,            
    output logic [N-1:0] value      
);
    logic [N-1:0] count;           
    logic button_prev;             
    always_ff @(posedge clk or posedge reset) begin
        if (reset) begin
            count <= {N{1'b1}};   
            button_prev <= 1'b0; 
        end else begin
            if (button && !button_prev) begin
                if (count > 0) begin
                    count <= count - 1;
                end
            end
            button_prev <= button;
        end
    end
    assign value = count;
endmodule
```

==> ci_impl_report.md <==
### Yosys + OpenROAD results

| Metric | Value |
|---|---|
| Fmax | 574.0 MHz |
| Tool Warnings | 26 |
| Logic pwr share | 37.0% |
| Setup TNS | 0 ns |
| Std cell rows | 21 |
| CP Cell Sequence | clkdlybuf4s50_1 |
| First-pass GRT wire length | 1435 µm |
| Logic cell area | 168.9 µm² |
| Clock Power Share | 17.2% |
| Vias per cell | 3.074 |
| # clock sinks | 8 |
| Clock latency on the worst-skew pair | 0.26 ns |
| Power Internal | 0.5272 mW |
| M1 wire length | 406 µm |
| Status | complete, no violations |
| Max clock buf depth | 2 |
| CTS Hold Bufs | 0 |
| Psw | 0.2393 mW |
| Routability cong. | 0.7388 |
| Buf+Inv Stages, Crit Path | 1 |
| TritonCTS clock tree | done |
| Crit path to | value[3] |
| Gate Count Post-Synth | 35 |
| Grt total ovfl | 0 |
| Sequential fraction of the synthesis area | 52.68% |
| Reg2reg start | count[3] |
| Commonest Layout Cell | clkdlybuf4s50_1 |
| Largest net degree at the start of global routing | 9 |
| Routed wire length | 894 µm |
| Port Buffers | 9 |
| Tightest Hold Check Type | primary input to async pin |
| Fin. Hold Viols | 0 |
| Initial antenna violation count | 0 |
| Post-DP HPWL | 689.1 µm |
| Max-slew violations | 0 |
| Power per Cell Area | 1343 nW/µm² |
| Layout area overhead | 43.85% |
| Core Area | 3416 µm² |
| Min Tclk post-route | 1.742 ns |
| CP required | 1.68 ns |
| Cell Type Count | 18 |
| Top Layout Cells | clkdlybuf4s50_1, dfstp_2, inv_1 |
| Synthesized cell area | 396.6 µm² |
| Pre-Repair DR Iteration Count | 4 |
| IO Pins | 10 |
| Final ANT Viol Nets | 0 |
| Final Instance Count excl. Fillers | 94 |
| Sequential Power Share | 45.8% |
| Root Buffer | clkbuf_4 |
| Slowest stage delay, CP | 0.57 ns |
| Max-slew headroom | 79.29% |
| Initial Utilization | 11.61% |
| Slew @ Worst Pin | 0.3078 ns |
| # setup viols final | 0 |
| LEAKAGE | 0.2273 nW |
| Post-DR wirelength/cell | 9.511 µm |
| Slowest-stage cell, CP | dfstp_2 |
| CP Capture Type | primary output |
| Crit start category | flip-flop |
| Iteration-0 DRC Markers | 23 |
| Fill cells | 390 |
| Max Cap Violations | 0 |
| Die Size | 6400 µm² |
| Avg Cell Area, Syn | 11.33 µm² |
| RSZ-0062 raised after global routing | false |
| Yosys stat area | 396.6 µm² |
| Total GRT Usage | 2.916% |
| R2r worst-path depth | 4 |
| Crit Path Class | flip-flop to primary output |
| Critical path's top delay family | flip-flops |
| Setup slack, reg-to-reg | 0.52 ns |
| Switch share | 31.22% |
| Ratio of cells with drive above 1 in the final layout | 27.08% |
| Maximum VDD drop | 0.3974 mV |
| Fin crit share | 82.96% |
| CP Depth | 1 |
| Clk pin slew, worst setup/hold paths | 0.06 ns |
| Highest metal used | met4 |
| Buffer count from post-CTS setup fixing | 0 |
| Cells in synth_stat.txt | 35 |
| Detail Route met3 WL | 115 µm |
| DRC | 0 |
| Worst Path Arrival | 1.32 ns |
| Synthesized registers | 8 |
| Vias after detailed routing | 289 |
| Vias in the first global route | 300 |
| Synth Warn # | 1 |
| Clock Skew | 0.009628 ns |
| Total CTS buffers | 3 |
| Die X | 80 µm |
| Antenna diode count | 0 |
| # H-tree levels | 1 |
| Crit path from | count[3] |
| WL met2 | 363 µm |
| Reg2Reg Capture Point | count[5] |
| Reg area | 209.0 µm² |
| Post-CTS sizing | 0 |
| Die height | 80 µm |
| Max FO, Critical Path | 5 |
| Placed Instances | 90 |
## cell families after synthesis
logic type | share of synthesized area, %
buffers and inverters | 4.732
adders and majority gates | 6.308
AOI/OAI and AO/OA | 9.777
xor gates and xnor gates | 8.834
DFF | 52.68
and+or+nand+nor | 17.67
## cells in the mapped netlist, drive strengths merged
master  instances  area, µm²
o21ai           1      5.000
nand3           2      15.01
o311a           1      21.27
or4             2      18.77
dfstp           7      183.9
xnor2           3      26.28
inv             5      18.77
ha              2      25.02
nand2           2      7.510
nor2            2      7.510
a21oi           1      5.000
a21o            1      7.510
xor2            1      8.760
dfrtp           1      25.02
nor3            3      15.01
nor4            1      6.260
## flip-flops by register name, summed over array words and instances, names as in the netlist
register / flops
count: 7
button_prev: 1
## power by group through the flow
stage	combinational (mW)	sequential (mW)	clock (mW)
final	0.283	0.351	0.132
after global routing	0.326	0.367	0.143
after CTS	0.296	0.352	0.136
## worst min path at each step
| stage | from | cells past startpoint | slack, ns | end |
|---|---|---|---|---|
| final | reset | 2 | 0.41 | button_prev |
| after global routing | reset | 2 | 0.43 | button_prev |
| after CTS | reset | 2 | 0.42 | button_prev |
## per-layer routing
layer	vias up	track usage, %
met5	-	0
met4	0	0.1761
met3	2	2.500
met2	9	3.852
met1	132	3.666
li1	146	-
## cell type report
cell class / count / area share, %
Inverter: 5 / 3.289
Timing Repair Buffer: 9 / 15.79
Sequential cell: 8 / 36.62
Multi-Input combinational cell: 22 / 29.61
Clock buffer: 4 / 4.605
Tap cell: 46 / 10.09
## stage by stage
step	utilization, %	hold WS (ns)	power (mW)	instance area, µm²	worst slack [ns]
4_1_cts	16.70	0.4201	0.7836	570.5	0.3273
5_1_grt	16.70	0.4339	0.8360	570.5	0.3103
6_report	16.70	0.4057	0.7665	570.5	0.3578
2_1_floorplan	-	0.2306	0.4603	396.6	0.5966
3_5_place_dp	15.93	0.4914	0.6429	544.3	0.4545
3_3_place_gp	15.93	0.4893	0.6380	544.3	0.4785
No activity file was given, so power comes from the tool's default toggle rates.
