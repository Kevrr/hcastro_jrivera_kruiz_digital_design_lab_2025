<file path="flow/config.mk">
export PLATFORM = sky130hd
export DESIGN_NAME = substractor
export DESIGN_NICKNAME = substractor
export VERILOG_FILES = /design/flow/design.v
export SDC_FILE = /design/flow/constraint.sdc
export NUM_CORES = 4
export LEC_CHECK = 1
export CORE_AREA = 10 10 70 70
export DIE_AREA = 0 0 80 80
</file>
<file path="flow/constraint.sdc">
current_design substractor

set clk_period 3.5
set clk_io_pct 0.2

create_clock -name clk0 -period $clk_period [get_ports {clk}]

set non_clock_inputs [all_inputs -no_clocks]
set_input_delay [expr $clk_period * $clk_io_pct] -clock clk0 $non_clock_inputs
set_output_delay [expr $clk_period * $clk_io_pct] -clock clk0 [all_outputs]
</file>
<file path="flow/design.v">
module substractor #(
    parameter int N = 7  
)(
    input logic clk,                
    input logic reset,              
    input logic button,             
    output logic [N-1:0] value      
);
    logic [N-1:0] count;      
    logic button_prev;        
    always_ff @(posedge clk or posedge reset) begin
        if (reset) begin
            count <= (2**N - 1);  
            button_prev <= 1'b0;
        end else begin
            if (button && !button_prev) begin
                if (count > 0) begin
                    count <= count - 1;
                end
            end
            button_prev <= button;
        end
    end
    assign value = count;
endmodule
</file>
<file path="flow/run.sh">
#!/bin/bash
# OpenROAD 26Q1-2900-gdf79404cd8, Yosys 0.63+post, stock flow scripts
make -C /OpenROAD-flow-scripts/flow DESIGN_CONFIG=/design/flow/config.mk WORK_HOME=/design/flow/orfs finish
</file>
==> summary.log <==
INFO  place          place_ws=1.570ns
INFO  place          rd_place_congestion=0.7534
INFO  sta            postLayoutSetupSlackWorst=1.485ns
INFO  clock_network  tritoncts=done
INFO  logic_synthesis synth_area_per_cell=11.33µm²
INFO  finish         layout_top_cells_excl_fill_tap=9 x sky130_fd_sc_hd__clkdlybuf4s50_1, 7 x sky130_fd_sc_hd__dfstp_2, 5 x sky130_fd_sc_hd__inv_1
INFO  floorplanning  floorplan.die.width=80µm
INFO  finish         mostFrequentLayoutCell=sky130_fd_sc_hd__clkdlybuf4s50_1
INFO  logic_synthesis ys.warnings.count=1
INFO  sta            max_freq=496.2MHz
INFO  power          switching_power=140.0µW
INFO  hold_path      timing.hold.worst.start=count[5]$_DFFE_PP1P_
INFO  global_route   pin_count_of_the_biggest_net_entering_global_routing=9
INFO  power          sw_frac_of_total=30.72%
INFO  floorplanning  starting_density=11.61%
INFO  clock_network  cell_chosen_for_the_clock_root=sky130_fd_sc_hd__clkbuf_4
INFO  clock_network  cts.sink_count=8
INFO  routing        n_antenna_cell=0
INFO  finish         layout.area.seq=209.0µm²
INFO  clock_network  clockBufferDepth=2
INFO  routing        drt_first_iter_violations=29
INFO  sta            worst_hold_slack=0.4997ns
INFO  setup_path     cpMaxStageDelayCell=sky130_fd_sc_hd__dfstp_2
INFO  floorplanning  die.size.y=80µm
INFO  sta            report.final.slew_viol_count=0
INFO  sta            min_period_over_period=57.58%
INFO  power          worst_ir_drop_vdd=0.0001838V
INFO  routing        routed_wl=873µm
INFO  logic_synthesis synthesis.instances=35
INFO  setup_path     crit_path_end_kind=primary output
INFO  clock_network  cts_htree_levels=1
INFO  power          cellLeakagePower=0.0002273µW
INFO  sta            tightestPinTransition=0.3163ns
INFO  run_status     status=completed
INFO  setup_path     worstPathBufferInverterCount=1
INFO  global_route   first_global_vias=280
INFO  floorplanning  floorplan.die_area=6400µm²
INFO  setup_path     critical_path.max_fanout=6
INFO  global_route   grtUsageTotal=2.775%
INFO  place          i_o_buffers=9
INFO  floorplanning  fp-row-count=21
INFO  place          detailed_place.area=544.3µm²
INFO  setup_path     startpoint_of_the_worst_register_to_register_path=count[3]$_DFFE_PP1P_
INFO  global_route   grt_pass1_wl=1.345mm
INFO  sta            fin_worst_skew=0.007533ns
INFO  finish         finished_core_util=16.70%
INFO  finish         area.combinational=168.9µm²
INFO  floorplanning  floorplan.io_pins=10
INFO  sta            setup-tns-final=0ns
INFO  clock_network  cts_hold_buffers=0
INFO  routing        vias_per_cell=3.138
INFO  logic_synthesis ys_seq_share=52.68%
INFO  hold_path      timing.hold.worst.class=flip-flop to flip-flop
INFO  power          cellInternalPower=315.6µW
INFO  run            drv.max_cap_violation_count=0
INFO  finish         area_growth=43.85%
INFO  finish         n_fill_cell=392
INFO  run            warning_count=26
INFO  clock_network  worstSkewPairLatency=0.26ns
INFO  setup_path     cpLargestDelayFamily=flip-flops
INFO  setup_path     critical_path_class=flip-flop to primary output
INFO  setup_path     worstSetupStartpoint=count[2]$_DFFE_PP1P_
INFO  routing        vias=295
INFO  routing        route.detailed.drc=0
INFO  power          power_frac_clock=16.9%
INFO  global_route   antenna_found_initial=0
INFO  setup_path     worstSetupStartpointType=flip-flop
INFO  logic_synthesis synthDistinctLibCells=18
INFO  setup_path     critPathMaxStageDelay=0.58ns
INFO  sta            hold_violations=0
INFO  sta            max_slew_margin=78.72%
INFO  setup_path     cp.required=2.80ns
INFO  finish         final_design_area_no_fill=570.5µm²
INFO  global_route   aggregate_global_routing_overflow=0
INFO  clock_network  ctsResizeCount=0
INFO  power          power_frac_seq=46.4%
INFO  finish         post_route_cells_drive_above_1_share=27.08%
INFO  clock_network  postCtsSetupBuffers=0
INFO  power          power-per-cell-area=798.5nW/µm²
INFO  logic_synthesis ys_seq_elements=8
INFO  setup_path     path_cells=clkdlybuf4s50_1
INFO  routing        drt-pass1-iter-count=4
INFO  sta            rsz0062_at_grt=false
INFO  logic_synthesis synth-area-yosys=396.6µm²
INFO  logic_synthesis yosys_cells=35
INFO  setup_path     worstPathArrival=1.32ns
INFO  logic_synthesis synth_area=396.6µm²
INFO  sta            finalWorstPathRequiredPeriod=2.015ns
INFO  sta            setup_viol_count_final=0
INFO  floorplanning  coreArea=3416µm²
INFO  clock_network  clk_transition_reported_paths=0.06ns
INFO  power          comb_power_share=36.7%
INFO  routing        ant_nets=0
INFO  clock_network  cts_inserted_buffers=3
INFO  routing        route.detailed.wl_per_inst=9.287µm
==> power groups by stage <==
stage / Combinational [µW] / Clock, µW / Sequential (µW)
4_1_cts: 173 / 78.9 / 213
5_1_grt: 191 / 83.3 / 224
6_report: 167 / 77.2 / 211
==> routing by layer <==
metal | up-vias | share of wire, % | global-route usage, %
met1 | 142 | 41 | 3.256
met4 | 0 | 0 | 0
met5 | - | 0 | 0
met3 | 0 | 16 | 2.727
met2 | 9 | 42 | 3.772
li1 | 144 | - | -
==> cells in the mapped netlist <==
library cell | n | area, µm²
sky130_fd_sc_hd__xor2_1 | 1 | 8.760
sky130_fd_sc_hd__nor3_1 | 3 | 15.01
sky130_fd_sc_hd__a21oi_1 | 1 | 5.000
sky130_fd_sc_hd__nand2_1 | 2 | 7.510
sky130_fd_sc_hd__a21o_1 | 1 | 7.510
sky130_fd_sc_hd__xnor2_1 | 3 | 26.28
sky130_fd_sc_hd__dfrtp_1 | 1 | 25.02
sky130_fd_sc_hd__o311a_4 | 1 | 21.27
sky130_fd_sc_hd__dfstp_2 | 7 | 183.9
sky130_fd_sc_hd__nor2_1 | 2 | 7.510
sky130_fd_sc_hd__nand3_2 | 1 | 10.01
sky130_fd_sc_hd__o21ai_0 | 1 | 5.000
sky130_fd_sc_hd__or4_1 | 1 | 7.510
sky130_fd_sc_hd__nand3_1 | 1 | 5.000
sky130_fd_sc_hd__nor4_1 | 1 | 6.260
sky130_fd_sc_hd__or4_4 | 1 | 11.26
sky130_fd_sc_hd__inv_1 | 5 | 18.77
sky130_fd_sc_hd__ha_1 | 2 | 25.02
==> worst paths after layout <==
| kind | to | slack (ns) | cells past startpoint |
|---|---|---|---|
| max | value[2] | 1.48 | 1 |
| min | count[5]$_DFFE_PP1P_ | 0.50 | 1 |
| max reg2reg | count[5]$_DFFE_PP1P_ | 1.94 | 4 |
| min reg2reg | count[5]$_DFFE_PP1P_ | 0.50 | 1 |
| max in group asynchronous | count[1]$_DFFE_PP1P_ | 2.52 | 2 |
| min in group asynchronous | button_prev$_DFF_PP0_ | 0.69 | 2 |
==> stage by stage <==
stage          power, µW  instances
2_1_floorplan      276.2         35
3_3_place_gp       382.0         90
3_5_place_dp       385.2         90
4_1_cts            465.4         94
5_1_grt            498.2         94
6_report           455.6         94
==> layout make-up <==
| type | count | area share [%] |
|---|---|---|
| Timing Repair Buffer | 9 | 15.79 |
| Clock buffer | 4 | 4.605 |
| Tap cell | 46 | 10.09 |
| Inverter | 5 | 3.289 |
| Multi-Input combinational cell | 22 | 29.61 |
| Sequential cell | 8 | 36.62 |
==> cell families after synthesis <==
group / Yosys count / synth area share (%)
AOI/OAI and AO/OA: 4 / 9.777
xor gates and xnor gates: 4 / 8.834
adders and majority gates: 2 / 6.308
buffers and inverters: 5 / 4.732
DFF: 8 / 52.68
and+or+nand+nor: 12 / 17.67
==> flip-flops by register name (all words and copies together) (netlist names) <==
signal and flops:
count 7, button_prev 1
Power figures rest on the tool's default switching activity, not on a simulated workload.
