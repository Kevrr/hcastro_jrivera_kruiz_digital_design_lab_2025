==> design/flow/design.v <==
module BCD (input logic [3:0] x,
				output logic [6:0] units_seg,
				output logic [1:0] tens_seg);
	assign units_seg[6] = (~x[3] & ~x[1] |
								 x[3] & x[1]) & 
								 ~x[2];
	assign units_seg[5] = ~x[3] & ~x[2] & x[0] | 
						       ~x[3] & ~x[2] & x[1] |
						       ~x[3] & x[1] & x[0] | 
						       x[3] & x[2] & ~x[1] |
						       ~x[2] & x[1] & x[0];
	assign units_seg[4] = x[0] |
						       x[2] & (~x[3] & ~x[1] |
						       x[3] & x[1]);
	assign units_seg[3] = ~x[3] & ~x[2] & ~x[1] & x[0] |
						       ~x[3] & x[2] & ~x[1] & ~x[0] | 
						       ~x[3] & x[2] & x[1] & x[0] | 
						       x[3] & x[2] & x[1] & ~x[0] |
								 x[3] & ~x[2] & x[1] & x[0];
	assign units_seg[2] = (~x[3] & ~x[2] & x[1] |
						       x[3] & x[2] & ~x[1]) & 
						       ~x[0];
	assign units_seg[1] = (~x[3] & ~x[1] & x[0] |
						       ~x[3] & x[1] & ~x[0] |
						       x[3] & x[1] & x[0]) &
						       x[2];
	assign units_seg[0] = ~x[3] & ~x[2] & ~x[1] & x[0] |
						       ~x[3] & x[2] & ~x[1] & ~x[0] |
						       x[3] & x[2] & x[1] & ~x[0] |
						       x[3] & ~x[2] & x[1] & x[0];
	assign tens_seg[1] = ~(x[3] & (x[2] | x[1]));
	assign tens_seg[0] = tens_seg[1];
endmodule
==> design/flow/run.sh <==
#!/bin/bash
# OpenROAD 26Q1-2900-gdf79404cd8, Yosys 0.63+post, stock flow scripts
make -C /OpenROAD-flow-scripts/flow DESIGN_CONFIG=/design/flow/config.mk WORK_HOME=/design/flow/orfs finish
==> design/flow/config.mk <==
export PLATFORM = sky130hd
export DESIGN_NAME = BCD
export DESIGN_NICKNAME = BCD
export VERILOG_FILES = /design/flow/design.v
export SDC_FILE = /design/flow/constraint.sdc
export NUM_CORES = 4
export LEC_CHECK = 1
export CORE_AREA = 10 10 70 70
export DIE_AREA = 0 0 80 80
==> design/flow/constraint.sdc <==
current_design BCD

set clk_period 1.6
set clk_io_pct 0.2

create_clock -name clk0 -period $clk_period

set non_clock_inputs [all_inputs -no_clocks]
set_input_delay [expr $clk_period * $clk_io_pct] -clock clk0 $non_clock_inputs
set_output_delay [expr $clk_period * $clk_io_pct] -clock clk0 [all_outputs]
==> metrics.log <==
[report] extracting results
[metrics] outcome: completed
[metrics] worst min-delay path class: input port to output pin
[metrics] total setup violations reported at the end of the flow: 0
[metrics] DR DRC count: 0
[metrics] sum of routed wire length over all layers: between 600 and 700 um
[metrics] number of cell instances after yosys synthesis: 27
[metrics] Dominant combinational family: adder cells
[metrics] tally of unique sky130hd cells used after synthesis: 15
[metrics] leakage power figure: 0.195 nW
[metrics] GRT Overall Usage: 1.89%
[metrics] post-route clock period utilization: 96.7%
[metrics] worst-path maximum fanout: 6
[metrics] effective utilization at floorplan: 5.49%
[metrics] routed length per instance: 7.24 um
[metrics] Max-cap violations: 0
[metrics] mapped cell area: 188 um^2
[metrics] arrival time at the worst endpoint: 1.23 ns
[metrics] Layout clock buffers: 0
[metrics] count of nets left with antenna violations after detail routing: 0
[metrics] power density over the cells: between 200 and 250 nW/um^2
[metrics] placer congestion estimate: between 0.7 and 0.8
[metrics] Die Span X: approximately 80 um
[metrics] adder and majority cell fraction of the synthesized area: 26.0%
[metrics] Mux cell area share: 0%
[metrics] initial antenna violation count: 0
[metrics] post-synthesis compound-gate area fraction: 24.7%
[metrics] number of hold violations in the final report: 0
[metrics] layout cells sized above 1: 44.4%
[metrics] drt first-iter violations: 5
[metrics] timing-limited maximum frequency: 0.646 GHz
[metrics] post-synth top area cell: ha_1
[metrics] layout filler cell count: 402
[metrics] unrepaired setup endpoints after global routing: yes
[metrics] number of optimization iterations in the first detailed-route pass: 2
[metrics] total number of placement rows: 21
[metrics] quantity of hold-fixing buffers added after cts: 0
[metrics] Area Growth Syn to Fin: 113%
[metrics] number of warnings the tools reported: 35
[metrics] syn_area_per_cell: a little under 7 um^2
[metrics] type of element capturing the critical path: output pin
[metrics] Post-Synth Simple-Gate Area: 24.7%
[metrics] Logic area: 159 um^2
[metrics] XOR-XNOR Cells, Area Fraction: 4.67%
[metrics] wire length of the first global-routing pass: ~1.0 mm
[metrics] most area-consuming cells after synthesis: ha_1, buf_4, nor2b_2, o211ai_2, maj3_2
[metrics] die area: 6400 um^2
[metrics] FF+latch count: 0
[metrics] post-route core utilization: between 10% and 20%
[metrics] clock period minus worst slack: 1.55 ns
[metrics] register share after synthesis: 0%
[metrics] via count of the first global-routing pass: 213
[metrics] classification of the worst setup path: input port to output pin
[metrics] number of primary I/O pins: 13
[metrics] Tot Pwr: 0.0000867 W
[metrics] slew at the pin with the worst max-slew slack: 0.155 ns
[metrics] sum of overflow across all layers after global routing: 0
[metrics] area of the core: around 3400 um^2
[metrics] Vias/cell: 2.53
[metrics] die span in y: 80 um
[metrics] DR vias: 230
[metrics] total of warnings raised by yosys: 0
[metrics] worst IR drop on VDD: 0.0295 mV
[metrics] final max-slew violation count: 0
[metrics] pin count of the biggest net entering global routing: 7
[metrics] top area contributor share: 20.0%
[metrics] most common library cells after synthesis: buf_4, ha_1, nand2_1
[metrics] post-synthesis chip area from yosys: 188 um^2
[metrics] max_slew headroom: between 80% and 90%
[metrics] sequential cell area: 0 um^2
[metrics] count of mapped cells out of synthesis: 27
[metrics] Data required, critical path: around 1.3 ns
[metrics] # Post-CTS Setup Buffers: 0
[metrics] quantity of I/O buffers inserted on ports: 13
[metrics] count of antenna diodes in the layout: 0
[metrics] half-perimeter wire length after placement: slightly below 600 um
[metrics] startpoint class of the critical path: input port
kinds of logic after synthesis:
group,Yosys count
and+or+nand+nor,8
AOI/OAI and AO/OA,7
buffers and inverters,7
adders and majority gates,4
xor gates and xnor gates,1
per-stage QoR:
step	cells	hold slack [ns]	setup TNS (ns)	worst slack (ns)	instance area, um^2
floorplan	27	0.677	0	0.419	188
global placement	91	1.74	-5.19	-0.618	413
detailed placement	91	1.74	-5.36	-0.648	413
CTS	91	1.03	0	0.0412	400
global route	91	1.05	-0.00210	-0.00210	400
finish	91	1.03	0	0.0521	400
path summary, 6_finish.rpt:
check,from,endpoint,cells after the start
max,x[3],units_seg[1],7
min,x[3],tens_seg[1],3
what timing repair did:
item                                    CTS  global route
resized                                  31             0
hold endpoints to repair                  0             0
pin swaps                                 2             0
endpoints found under the setup margin    9             1
power breakdown:
part	internal, W	leakage, nW	switching, W
clock	0	0	0
sequential	0	0	0
combinational	0.0000529	0.195	0.0000338
per-layer routing:
| metal | up-vias | GRT usage [%] | part of all wire [%] |
|---|---|---|---|
| met2 | 8 | 3.29 | 46 |
| met3 | 0 | 0.568 | 11 |
| li1 | 124 | - | - |
| met1 | 98 | 2.37 | 43 |
| met5 | - | 0 | 0 |
| met4 | 0 | 0 | 0 |
placed cells by master, fill, tap and decap left out:
cell / count
buf_4: 12
dlygate4sd2_1: 9
nand2_1: 3
ha_1: 3
inv_2: 2
inv_1: 2
a21oi_1: 2
nor2_1: 2
nor2b_2: 1
nor2b_4: 1
o21ai_0: 1
o21ai_2: 1
o21ai_1: 1
xnor2_1: 1
nor3_2: 1
a31o_1: 1
maj3_2: 1
o211ai_2: 1
layout make-up:
| type | instances | area share [%] |
|---|---|---|
| tap | 46 | 14.4 |
| multi-input combinational | 20 | 39.7 |
| inverter | 4 | 3.75 |
| timing repair buffer | 21 | 42.2 |
critical path, cell delays in order:
cell and delay (ns):
buf_4 0.12, inv_1 0.06, buf_4 0.12, ha_1 0.17, o21ai_0 0.14, a21oi_1 0.05
dlygate4sd2_1 0.24
Power is estimated from default activity; no workload was simulated.
